--- flow/config.mk ---
export PLATFORM = sky130hd
export DESIGN_NAME = router_top
export DESIGN_NICKNAME = router_top
export VERILOG_FILES = /design/flow/design.v
export SDC_FILE = /design/flow/constraint.sdc
export NUM_CORES = 4
export LEC_CHECK = 1
export CORE_UTILIZATION = 30
export SYNTH_HDL_FRONTEND = slang
--- flow/constraint.sdc ---
current_design router_top

set clk_period 5.3
set clk_io_pct 0.2

create_clock -name clk0 -period $clk_period [get_ports {clock}]

set non_clock_inputs [all_inputs -no_clocks]
set_input_delay [expr $clk_period * $clk_io_pct] -clock clk0 $non_clock_inputs
set_output_delay [expr $clk_period * $clk_io_pct] -clock clk0 [all_outputs]
--- flow/design.v ---
interface router_dst_if(input bit clock);
bit vld_out;
bit rd_en;
logic  [7:0] dout;
clocking dst_dr_cb@(posedge clock);
default input #1 output #1;
output rd_en;
input vld_out;
endclocking
clocking dst_mon_cb@(posedge clock);
default input #1 output #1;
input rd_en;
input dout;
endclocking
modport DST_DR_MP(clocking dst_dr_cb);
modport DST_MON_MP(clocking dst_mon_cb);
endinterface
interface router_src_if(input bit clock);
logic [7:0]data_in;
logic pkt_valid;
logic resetn;
logic busy;
logic err;
clocking src_dr_cb@(posedge clock);
default input #1 output #1;
output data_in;
output pkt_valid;
output resetn;
input busy;
endclocking
clocking src_mon_cb@(posedge clock);
default input#1 output #1;
input data_in;
input pkt_valid;
input resetn;
input busy;
endclocking
modport SRC_DR_MP(clocking src_dr_cb);
modport SRC_MON_MP(clocking src_mon_cb);
endinterface
module router_fifo(clock,resetn,write_enb,soft_reset,read_enb,data_in,lfd_state,empty,full,data_out);
reg [6:0] fifo_counter;
reg [8:0] mem [15:0];
reg [4:0] rd_ptr,wr_ptr;
reg temp_lfd;
integer i;
output reg [7:0] data_out;
input wire [7:0] data_in;
input clock,resetn,write_enb,soft_reset,read_enb,lfd_state;
output empty,full;
always@(posedge clock)
begin
if(~resetn||soft_reset)
temp_lfd<=0;
else
temp_lfd<=lfd_state;
end
always@(posedge clock)
begin
if(mem[rd_ptr[3:0]][8]==1'b1)
fifo_counter<=mem[rd_ptr[3:0]][7:2]+1'b1;
else if(fifo_counter!=0)
begin
fifo_counter<=fifo_counter-1'b1;
end
end
always@(posedge clock)
begin
if(!resetn)
begin
rd_ptr<=0;
wr_ptr<=0;
end
else if(soft_reset)
begin
rd_ptr<=0;
wr_ptr<=0;
end
else 
begin
if((write_enb)&&(!full))
wr_ptr<=wr_ptr+1;
else
wr_ptr<=wr_ptr;
if((read_enb)&&(!empty))
rd_ptr<=rd_ptr+1;
else
rd_ptr<=rd_ptr;
end
end
always@(posedge clock)
begin
if(!resetn)
begin
for(i=0;i<16;i=i+1)
mem[i]<=0;
end
else if(soft_reset)
begin
for(i=0;i<16;i=i+1)
mem[i]<=0;
end
else if(write_enb&&(!full))
{mem[wr_ptr[3:0]][8],mem[wr_ptr[3:0]][7:0]}<={lfd_state,data_in};
end
always@(posedge clock)
begin
if(!resetn)
data_out<=0;
else if(soft_reset)
data_out<=0;
else if(read_enb&&(!empty))
begin
if(fifo_counter==0&&data_out!=0)
data_out<=8'bz;
else
data_out<=mem[rd_ptr[3:0]][7:0];
end
end
assign empty=(wr_ptr==rd_ptr)?1'b1:1'b0;
assign full=(wr_ptr=={~rd_ptr[4],rd_ptr[3:0]})?1'b1:1'b0;
endmodule
module router_fsm(clock,resetn,pkt_valid,data_in,soft_reset_0,soft_reset_1,soft_reset_2,fifo_full,low_pkt_valid,fifo_empty_0,fifo_empty_1,fifo_empty_2,parity_done,detect_add,busy,ld_state,laf_state,full_state,write_enb_reg,rst_int_reg,lfd_state);
input wire[1:0] data_in;
input clock,resetn,pkt_valid,soft_reset_0,soft_reset_1,soft_reset_2,fifo_full,low_pkt_valid,fifo_empty_0,fifo_empty_1,fifo_empty_2,parity_done;
output detect_add,busy,ld_state,laf_state,full_state,write_enb_reg,rst_int_reg,lfd_state;
parameter decode_address=3'b000,
          load_first_data=3'b001,
	  load_data=3'b010,
	  fifo_full_state=3'b011,
	  load_after_full=3'b100,
			 load_parity=3'b101,
			 check_parity_error=3'b110,
			 wait_till_empty=3'b111;
reg [2:0] pre_state,next_state;
always@(posedge clock)
begin
if(~resetn)
pre_state<=decode_address;
else if((soft_reset_0&&data_in==2'b00)||(soft_reset_1&&data_in==2'b01)||(soft_reset_2&&data_in==2'b10))
pre_state<=decode_address;
else
pre_state<=next_state;
end
always@(*)
begin
if(data_in!=2'b11)
begin
next_state<=decode_address;
case(pre_state)
decode_address:begin
               if((pkt_valid&&(data_in[1:0]==0&&fifo_empty_0))||(pkt_valid&&(data_in[1:0]==1&&fifo_empty_1))||(pkt_valid&&(data_in[1:0]==2&&fifo_empty_2)))
					next_state<=load_first_data;
					else if((pkt_valid&&(data_in[1:0]==0&&(!fifo_empty_0)))||(pkt_valid&&(data_in[1:0]==1&&(!fifo_empty_1)))||(pkt_valid&&(data_in[1:0]==2&&(!fifo_empty_2))))
					next_state<=wait_till_empty;
					else
					next_state<=decode_address;
					end
load_first_data:next_state<=load_data;
load_data:begin
          if(fifo_full)
			 next_state<=fifo_full_state;
			 else if((!fifo_full)&&(!pkt_valid))
			 next_state<=load_parity;
			 else
			 next_state<=load_data;
			 end
fifo_full_state:begin
                if(!fifo_full)
					 next_state<=load_after_full;
					 else
					 next_state<=fifo_full_state;
					 end
load_after_full:begin
                if((!parity_done)&&(!low_pkt_valid))
					 next_state<=load_data;
					 else if((!parity_done)&&low_pkt_valid)
					 next_state<=load_parity;
					 else if(parity_done)
					 next_state<=decode_address;
					 else
					 next_state<=load_after_full;
					 end
load_parity:next_state<=check_parity_error;
check_parity_error:begin
                   if(fifo_full)
						 next_state<=fifo_full_state;
						 else if(!fifo_full)
						 next_state<=decode_address;
						 end
default:next_state<=decode_address;
endcase
end
end
assign detect_add=(pre_state==decode_address)?1'b1:1'b0;
assign lfd_state=(pre_state==load_first_data)?1'b1:1'b0;
assign ld_state=(pre_state==load_data)?1'b1:1'b0;
assign full_state=(pre_state==fifo_full_state)?1'b1:1'b0;
assign laf_state=(pre_state==load_after_full)?1'b1:1'b0;
assign write_enb_reg=((pre_state==load_data)||(pre_state==load_parity)||(pre_state==load_after_full))?1'b1:1'b0;
assign busy=((pre_state==load_first_data)||(pre_state==fifo_full_state)||(pre_state==load_parity)||(pre_state==load_after_full)||(pre_state==wait_till_empty)||(pre_state==check_parity_error))?1'b1:1'b0;
assign rst_int_reg=(pre_state==check_parity_error)?1'b1:1'b0;
endmodule
module router_reg(clock,resetn,pkt_valid,data_in,fifo_full,rst_int_reg,detect_add,ld_state,laf_state,full_state,lfd_state,err,data_out,low_pkt_valid,parity_done);
input wire [7:0] data_in;
input clock,resetn,pkt_valid,fifo_full,rst_int_reg,detect_add,ld_state,laf_state,full_state,lfd_state;
output reg [7:0] data_out;
output reg err,low_pkt_valid,parity_done;
reg [7:0] Header_byte,fifo_full_state,internal_parity,packet_parity;
always@(posedge clock)
begin
if(~resetn)
{fifo_full_state,Header_byte}<=0;
else 
begin
if(detect_add&&pkt_valid)
Header_byte<=data_in;
else if(ld_state && fifo_full)
fifo_full_state<=data_in;
end
end
always@(posedge clock)
begin
if(~resetn)
data_out<=0;
else
begin
if(lfd_state)
data_out<=Header_byte;
else if(ld_state&&(~fifo_full))
data_out<=data_in;
else if(laf_state)
data_out<=fifo_full_state;
end
end
always@(posedge clock)
begin
if(~resetn)
parity_done<=0;
else
begin
if(ld_state&&~pkt_valid&&~fifo_full)
parity_done<=1;
else if(laf_state&&~parity_done&&low_pkt_valid)
parity_done<=1;
if(detect_add)
parity_done<=0;
end
end
always@(posedge clock)
begin
if(~resetn)
packet_parity<=0;
else if((ld_state&&~pkt_valid&&~fifo_full)||(laf_state&&low_pkt_valid&&~parity_done))
packet_parity<=data_in;
else
begin
if(detect_add)
packet_parity<=0;
end
end
always@(posedge clock)
begin
if(~resetn)
low_pkt_valid<=0;
else
begin
if(ld_state&&~pkt_valid)
low_pkt_valid<=1;
if(rst_int_reg)
low_pkt_valid<=0;
end
end
always@(posedge clock)
begin
if(~resetn)
internal_parity<=0;
else if(detect_add)
internal_parity<=8'b0;
else if(lfd_state)
internal_parity<=internal_parity^Header_byte;
else if(ld_state&&pkt_valid&&~fifo_full)
internal_parity<=internal_parity^data_in;
end
always@(posedge clock)
begin
if(!resetn)
err<=1'b0;
else
begin
if(parity_done)
begin
if(internal_parity==packet_parity)
err<=1'b0;
else
err<=1'b1;
end
end
end
endmodule
module router_sync(clock,resetn,read_enb_0,read_enb_1,read_enb_2,write_enb_reg,detect_add,data_in,empty_0,empty_1,empty_2,full_0,full_1,full_2,soft_reset_0,soft_reset_1,soft_reset_2,write_enb,fifo_full,vld_out_0,vld_out_1,vld_out_2);
input clock,resetn,read_enb_0,read_enb_1,read_enb_2,write_enb_reg,detect_add,empty_0,empty_1,empty_2,full_0,full_1,full_2;
input [1:0]data_in;
output reg soft_reset_0,soft_reset_1,soft_reset_2,fifo_full;
output reg [2:0]write_enb;
output vld_out_0,vld_out_1,vld_out_2;
reg [1:0]temp_reg;
reg [5:0] timer0,timer1,timer2;
always@(posedge clock)
begin
if(~resetn)
temp_reg<=0;
else if(detect_add)
temp_reg<=data_in;
end
always@(*)
begin
if(write_enb_reg)
begin
case(temp_reg)
2'b00:write_enb<=3'b001;
2'b01:write_enb<=3'b010;
2'b10:write_enb<=3'b100;
default:write_enb<=3'b000;
endcase
end
else
write_enb<=3'b000;
end
always@(*)
begin
case(temp_reg)
2'b00:fifo_full<=full_0;
2'b01:fifo_full<=full_1;
2'b10:fifo_full<=full_2;
endcase
end
assign vld_out_0=!(empty_0);
assign vld_out_1=!(empty_1);
assign vld_out_2=!(empty_2);
always@(posedge clock)
begin
if(~resetn)
begin
timer0<=0;
soft_reset_0<=0;
end
else if(vld_out_0)
begin
if((!read_enb_0))
begin
if(timer0==6'd29)
begin
soft_reset_0<=1;
timer0<=0;
end
else 
begin
timer0<=timer0+1'b1;
soft_reset_0<=0;
end
end
end
end
always@(posedge clock)
begin
if(~resetn)
begin
timer1<=0;
soft_reset_1<=0;
end
else if(vld_out_1)
begin
if((!read_enb_1))
begin
if(timer1==6'd29)
begin
soft_reset_1<=1;
timer1<=0;
end
else 
begin
timer1<=timer1+1'b1;
soft_reset_1<=0;
end
end
end
end
always@(posedge clock)
begin
if(~resetn)
begin
timer2<=0;
soft_reset_2<=0;
end
else if(vld_out_2)
begin
if((!read_enb_2))
begin
if(timer2==6'd29)
begin
soft_reset_2<=1;
timer2<=0;
end
else 
begin
timer2<=timer2+1'b1;
soft_reset_2<=0;
end
end
end
end
endmodule
module router_top(clock,resetn,read_enb_0,read_enb_1,read_enb_2,data_in,pkt_valid,
       data_out_0,data_out_1,data_out_2,valid_out_0,valid_out_1,valid_out_2,err,busy);
input clock,resetn,read_enb_0,read_enb_1,read_enb_2,pkt_valid;
input wire [7:0]data_in;
output valid_out_0,valid_out_1,valid_out_2,err,busy;
output wire [7:0]data_out_0,data_out_1,data_out_2;
wire [7:0]data_out;
wire [2:0]write_enb;
router_fifo  f0(clock,resetn,write_enb[0],soft_reset_0,read_enb_0,data_out,lfd_state,empty_0,full_0,data_out_0);
router_fifo  f1(clock,resetn,write_enb[1],soft_reset_1,read_enb_1,data_out,lfd_state,empty_1,full_1,data_out_1);
router_fifo  f2(clock,resetn,write_enb[2],soft_reset_2,read_enb_2,data_out,lfd_state,empty_2,full_2,data_out_2);
router_fsm  fsm(clock,resetn,pkt_valid,data_in[1:0],soft_reset_0,soft_reset_1,soft_reset_2,fifo_full,low_pkt_valid,empty_0,empty_1,
empty_2,parity_done,detect_add,busy,ld_state,laf_state,full_state,write_enb_reg,rst_int_reg,lfd_state);
router_reg reg1(clock,resetn,pkt_valid,data_in,fifo_full,rst_int_reg,detect_add,ld_state,laf_state,full_state,lfd_state,
err,data_out,low_pkt_valid,parity_done);
router_sync   sync(clock,resetn,read_enb_0,read_enb_1,read_enb_2,write_enb_reg,detect_add,data_in[1:0],empty_0,empty_1,
empty_2,full_0,full_1,full_2,soft_reset_0,soft_reset_1,soft_reset_2,write_enb,fifo_full,valid_out_0,valid_out_1,valid_out_2);
endmodule
--- flow/run.sh ---
#!/bin/bash
# OpenROAD 26Q1-2900-gdf79404cd8, Yosys 0.63+post, stock flow scripts
make -C /OpenROAD-flow-scripts/flow DESIGN_CONFIG=/design/flow/config.mk WORK_HOME=/design/flow/orfs finish
==> results.yml <==
# synthesis and place-and-route metrics
status:
  status: "completed"
critical_path:
  criticalPathCategory: "reg2out"
  critical_path.cell_chain: "xnor2_1, nand4_1, buf_4, nor2_1, inv_1, clkdlybuf4s50_1"
  r2r_start: "f2.rd_ptr[0]"
  critPathLaunchType: "flop"
  end_kind: "primary output"
  r2r-end: "f2.mem[106]"
  cp_max_fo: 19
  ff2ff_path_depth: 6
  crit_required_ns: 4.24
  reg2reg_setup_slack_ns: 2.13
  slowest_stage: "dfxtp_1"
  critical_path.max_stage_delay_ns: 0.86
  crit_arrival_ns: 2.96
detailed_routing:
  highest_layer: "met4"
  routed_wl_um: 56700
  wl_met3_um: 3240
  vias_per_cell: 4.95
  routedWlPerCell_um: 16.9
  drtPass1Iterations: 5
  n_antenna_cell: 0
  wl_met2_um: 25600
  antenna_left: 0
  drt-met1-wl_um: 26800
  drt_iter0_markers: 931
  via_count: 16600
  drc: 0
synthesis:
  syn-instance-count: 2318
  largest_area_cell: "dfxtp_1"
  synthFlopType: "dfxtp_1"
  yosys_warnings: 0
  ys_async_sr_fraction_pct: 0
  syn-cell-area_mm2: 0.0233
  postSynthAreaPerCell_um2: 10.1
  synth.most_common_cell: "dfxtp_1"
  synth-seq-cells: 511
  yosys-stat-cells: 2318
  synth_chip_area_mm2: 0.0233
  area_leaders: "dfxtp_1, mux2i_1, nor2_1"
  edf_count: 0
  top_cells_by_count: "dfxtp_1, mux2i_1, nor2_1, clkbuf_1, nand2_1"
  top_area_share_pct: 43.5
  synth.distinct_cells: 70
grt:
  track_usage_pct: 14.9
  grt_pass1_wl_um: 91000
  antenna_found_initial: 0
  grt_remaining_overflow: 0
  grt_max_degree: 69
  grt_pass1_vias: 16200
run:
  warning_count: 40
  cap_violations: 0
clock_network:
  cts_root_buf: "clkbuf_16"
  htreeDepth: 2
  cts_inserted_buffers: 54
  cts_buffer_depth: 3
  cts_tree: "yes"
  clkLatencyLatePin_ns: 0.62
  path_clk_slew_ns: 0.06
  post_cts_resized: 0
  ctsHoldBuffers: 0
  cts_setup_buffers: 0
min_path:
  min_path_cells: 2
  min-delay-path-class: "reg2reg"
  min_to: "f0.data_out[1]"
  min_from: "f0.data_out[1]"
final_timing:
  final-hold-violation-count: 0
  hold_slack_ns: 0.462
  fin_crit_ns: 4.02
  fmax_mhz: 248
  relSlewSlack_pct: 35.4
  untimed_endpoints: 4
  drv_slew: 0
  setup_viol: 0
  unclocked_pins: 4
  worst_pin_slew_ns: 0.969
  worst_clock_skew_ns: 0.0294
  rsz0062_at_grt: "false"
  fin_crit_sh_pct: 75.9
  setup_tns_ns: 0
final_layout:
  area_delta_synth_final_pct: 13.9
  final.fill_count: 7360
  drive_gt1_share_pct: 11.9
  reg.largest.list: "f0.mem x128, f1.mem x128, f2.mem x128"
die:
  die-area_mm2: 0.0788
  rows: 101
  core_area_mm2: 0.0765
  io_pins: 43
  fp_util_pct: 30.5
  dieHeight_um: 281
  die_width_um: 281
place:
  globalplace.congestion: 0.825
  io_buffers: 42
  dp_hpwl_um: 35400
pwr:
  p_leak_nw: 10.3
  power_density_mw_per_mm2: 325
  ir_drop_mv: 0.284
==> metrics by stage <==
step                      instances  instance area (µm²)  utilization (%)  total power [W]  worst slack (ns)
after floorplan                2318                23300                -          0.00451              2.73
after global placement         3256                24700             32.3          0.00472              1.92
after detailed placement       3256                24700             32.3          0.00474              1.94
after CTS                      3358                26600             34.7          0.00872              1.26
after global routing           3358                26600             34.7          0.00895              1.10
final                          3358                26600             34.7          0.00864              1.28
==> layout make-up <==
class / count / area (µm²) / area share [%]
sequential: 511 / 10200 / 38.5
tap: 1030 / 1290 / 4.85
timing repair buffer: 88 / 766 / 2.88
inverter: 20 / 75.1 / 0.283
multi-input combinational: 1607 / 12300 / 46.3
clock inverter: 27 / 367 / 1.38
clock buffer: 75 / 1530 / 5.77
==> placed cells by master (no fill, tap or decap), types with 8 or more instances in the layout <==
master           count
a21oi_2             10
buf_4               46
a22oi_1             40
o22ai_1              8
clkdlybuf4s50_1     42
ha_1                25
dfxtp_2             13
nor3b_1              8
clkinv_2            14
nand3_1             23
clkbuf_16           55
a22o_1              16
o2111ai_1            8
xnor2_1             24
o21ai_0             24
bufinv_16            8
mux4_2              64
o211ai_2            22
clkbuf_8             8
nand2_1            116
mux2i_1            486
a21oi_1             67
dfxtp_1            494
o211ai_1             8
clkbuf_1            12
a2111oi_4            9
a211o_1             22
xor2_1              34
nand2b_1             9
nand4_1             12
inv_1               20
nor2_1             486
==> routing by layer <==
metal  up-vias  track usage, %
met4         0            2.65
met1      8099            22.3
met3        76            3.19
li1       8086               -
met5         -               0
met2       350            22.6
==> cells by family (layout without fill, tap and decap cells) <==
group | count (synthesis) | count (layout) | synth area share (%)
adders and majority gates | 25 | 25 | 1.34
DFF | 507 | 507 | 43.5
buffers and inverters | 200 | 210 | 3.59
and+or+nand+nor | 701 | 701 | 12.4
AOI/OAI and AO/OA | 266 | 266 | 9.18
muxes | 553 | 553 | 27.2
latches | 4 | 4 | 0.258
xor gates and xnor gates | 62 | 62 | 2.46
==> critical path: cells and delay by family (launching register included) <==
kind,cells,cell delay (ns)
and+or+nand+nor,2,0.42
xor gates and xnor gates,1,0.22
DFF,1,0.86
buffers and inverters,3,0.86
==> power breakdown <==
| part | switching (W) | leakage, nW | internal, W |
|---|---|---|---|
| Clock | 0.00157 | 0.936 | 0.00241 |
| Combinational | 0.000509 | 5.27 | 0.000223 |
| Sequential | 0.0000772 | 4.12 | 0.00385 |
==> worst max-delay path by stage <==
| stage | slack [ns] | startpoint | to | cells past startpoint |
|---|---|---|---|---|
| after CTS | 1.26 | f2.rd_ptr[0] | valid_out_2 | 5 |
| after global routing | 1.10 | f2.rd_ptr[0] | valid_out_2 | 5 |
| final | 1.28 | f0.rd_ptr[3] | valid_out_0 | 6 |
No activity file was given, so power comes from the tool's default toggle rates.
